==> /design/flow/design.v <==
`timescale 1ns / 1ps
module sequenceMoore(input clk, rst, in, output reg z);  
parameter S0 = 0, S1 = 1, S2 = 2, S3 = 3, S4 = 4;    
reg [2:0] PS,NS;
always @(posedge clk or negedge rst) begin
    if(!rst)
        PS <= S0;
    else
        PS <= NS;
end
always @(*) begin    
    z = 0;
    case(PS)
        S0: NS = in ? S1 : S0;   
        S1: NS = in ? S2 : S0;   
        S2: NS = in ? S2 : S3;   
        S3: NS = in ? S1 : S4;   
        S4: begin  
            NS = in ? S1 : S0;   
            z = 1;
        end   
    endcase
end
endmodule
module sequenceMealy(input clk, rst, in, output reg z);  
parameter S0 = 0, S1 = 1, S2 = 2, S3 = 3;
reg [1:0] PS,NS;
always @(posedge clk or negedge rst) begin
    if(!rst)
        PS <= S0;
    else
        PS <= NS;
end
always @(*) begin    
    z = 0;
    case(PS)
        S0: NS = in ? S1 : S0;   
        S1: NS = in ? S2 : S0;   
        S2: NS = in ? S2 : S3;   
        S3: begin   
            NS = in ? S1 : S0;   
            z = in;  
        end
    endcase
end
endmodule
module upCounter(input clk, rst, output reg [11:0]bin_count);
wire done;
clk_div delay(.clk(clk), .rst(rst), .done(done));   
always @(posedge clk or negedge rst) begin
    if(!rst) begin
        bin_count <= 0;
    end else begin
        if(done)     
            bin_count <= bin_count + 1;
    end
end
endmodule
module clk_div(input clk, rst, output reg done);
    reg [20:0]count;     
    always @(posedge clk or negedge rst) begin
        if(!rst) begin
            count <= 0;
            done <= 0;
        end else begin
            if(&count) begin    
                count <= 0;
                done <= 1;
            end else begin
                count <= count + 1;
                done <= 0;
            end
        end
    end
endmodule
module BCDconv(input clk, en, rst, input [11:0]bin_in, 
               output reg [15:0]bcd_out, output reg done);
parameter IDLE = 2'b00;
parameter ADD = 2'b01;
parameter SHIFT = 2'b10;
parameter DONE = 2'b11;
reg [27:0]shift_reg;    
reg [3:0]shift_idx;     
reg [1:0]state;        
always @(posedge clk or negedge rst) begin
    if(!rst) begin   
        done <= 0;
        bcd_out <= 0;
        shift_reg <= 0;
        shift_idx <= 0;
        state <= IDLE;
    end else begin
        case(state)
            IDLE: begin
                done <= 0;
                if(en) begin
                    shift_idx <= 0;
                    shift_reg <= {16'b0, bin_in};    
                    state <= SHIFT;
                end
            end
            ADD: begin
                if(en) begin
                    if(shift_reg[27:24] > 4)
                        shift_reg[27:24] <= shift_reg[27:24] + 3;
                    if(shift_reg[23:20] > 4)
                        shift_reg[23:20] <= shift_reg[23:20] + 3;
                    if(shift_reg[19:16] > 4)
                        shift_reg[19:16] <= shift_reg[19:16] + 3;
                    if(shift_reg[15:12] > 4)
                        shift_reg[15:12] <= shift_reg[15:12] + 3;
                    state <= SHIFT;
                end
            end
            SHIFT: begin  
                if(en) begin     
                    shift_reg <= shift_reg << 1;   
                    shift_idx <= shift_idx + 1;    
                    if(shift_idx == 11)
                        state <= DONE;
                    else
                        state <= ADD;
                end
            end
            DONE: begin
                bcd_out <= shift_reg[27:12];     
                done <= 1;
                state <= IDLE;    
            end
        endcase
    end
end
endmodule
module display(input clk, rst, output dp,a,b,c,d,e,f,g, output [3:0]anode);
reg [15:0]bcd_val;   
reg en;
wire [11:0]bin_in;
wire [15:0]bcd_out;
wire done;
upCounter counter(.clk(clk), .rst(rst), .bin_count(bin_in));
BCDconv conv(.clk(clk), .en(en), .rst(rst), .bin_in(bin_in), .bcd_out(bcd_out),
             .done(done));
multi_display seg_display(.clk(clk), .bcd_in(bcd_val), .anode(anode), .dp(dp),
                          .a(a),.b(b),.c(c),.d(d),.e(e),.f(f),.g(g));
always @(posedge clk or negedge rst) begin
    if(!rst) begin
        bcd_val <= 0;
        en <= 1;
    end else begin
        if(done) begin
            en <= 0;
            bcd_val <= bcd_out;  
        end else
            en <= 1;
    end
end
endmodule
module multi_display(input clk, input [15:0]bcd_in, 
                     output [3:0]anode, output dp,a,b,c,d,e,f,g);
wire [3:0] val;
anodeGen digit(.clk(clk), .bcd_in(bcd_in), .anode(anode), .val(val));
segConv seg(.num(val),.dp(dp),.a(a),.b(b),.c(c),.d(d),.e(e),.f(f),.g(g));
endmodule
module anodeGen(input clk, input [15:0]bcd_in, output reg [3:0]anode, 
                output reg [3:0] val);
reg [9:0] count = 0; 
initial begin
    anode <= 4'b1110;  
    val <= 4'b0000;
    count <= 0;
end
always @(posedge clk) begin
    count <= count + 1;
    if(count == 1023) begin    
        anode <= {anode[0],anode[3:1]};	 
        count <= 0;   
    end
    case(anode)
        4'b1110: val <= bcd_in[3:0];
        4'b1101: val <= bcd_in[7:4];
        4'b1011: val <= bcd_in[11:8];
        4'b0111: val <= bcd_in[15:12];
    endcase
end
endmodule
module segConv(input [3:0]num, output reg dp,a,b,c,d,e,f,g);
always @(*) begin
    dp = 1'b1;    
    case(num)    
        4'b0000: {a,b,c,d,e,f,g} = 7'b0000001;
        4'b0001: {a,b,c,d,e,f,g} = 7'b1001111;
        4'b0010: {a,b,c,d,e,f,g} = 7'b0010010;
        4'b0011: {a,b,c,d,e,f,g} = 7'b0000110;
        4'b0100: {a,b,c,d,e,f,g} = 7'b1001100;
        4'b0101: {a,b,c,d,e,f,g} = 7'b0100100;
        4'b0110: {a,b,c,d,e,f,g} = 7'b0100000;
        4'b0111: {a,b,c,d,e,f,g} = 7'b0001111;
        4'b1000: {a,b,c,d,e,f,g} = 7'b0000000;
        4'b1001: {a,b,c,d,e,f,g} = 7'b0001100;
        default: {a,b,c,d,e,f,g} = 7'b1111111;
    endcase
end
endmodule
==> /design/flow/run.sh <==
#!/bin/bash
# OpenROAD 26Q1-2900-gdf79404cd8, Yosys 0.63+post, stock flow scripts
make -C /OpenROAD-flow-scripts/flow DESIGN_CONFIG=/design/flow/config.mk WORK_HOME=/design/flow/orfs finish
==> /design/flow/config.mk <==
export PLATFORM = sky130hd
export DESIGN_NAME = display
export DESIGN_NICKNAME = display
export VERILOG_FILES = /design/flow/design.v
export SDC_FILE = /design/flow/constraint.sdc
export NUM_CORES = 4
export LEC_CHECK = 1
export CORE_UTILIZATION = 40
==> /design/flow/constraint.sdc <==
current_design display

set clk_period 4.8
set clk_io_pct 0.2

create_clock -name clk0 -period $clk_period [get_ports {clk}]

set non_clock_inputs [all_inputs -no_clocks]
set_input_delay [expr $clk_period * $clk_io_pct] -clock clk0 $non_clock_inputs
set_output_delay [expr $clk_period * $clk_io_pct] -clock clk0 [all_outputs]
==> results.txt <==
fresh numbers from the pnr run: status completed, Initial Util 41.5%, cell taking the most area after synthesis dfrtp_1, Pwr Total 2.28 mW, R2R setup slack 2.57 ns, Top cells excl fill/tap dfrtp_1 (102), nand2_1 (44), nor2_1 (41), o21ai_0 (41), mux2_2 (33), Late-Pin Clk Latency 0.40 ns, CTS tree done, Setup violations, final 0, Inserted Clock Buffers 17, vias in the first global route 3509, Die ar. 14400 sq um, Wirelength per Cell 12.9 um, Dominant flop cell dfrtp_1, Area leader share 45.7%, CP max FO 6, Synth Instances 514, max incr delay on CP 0.48 ns, final core utilization 48.0%, Tot GR Track Use 14.8%, crit path time final 2.91 ns, tool warning count 29, Leak 2.83 nW, fraction of layout cells with a size suffix above 1 13.4%, Seq share, synth 54.5%, die width 120 um, setup repair after global routing missed its margin false, routed vias 3692, clk sink count 122, Post-synth regs 122, Hold Buf Count CTS 0, Port Buffer Count 12, Max clock buf depth 2, count of library flops with an enable pin 8, Worst Skew 0.00676 ns, pwr dens 353 nW/um^2, synth warn 6, global-route wire length before repair 16800 um, CP bufs+invs 3, post-DP HPWL 6070 um, Die Span Y 120 um, H-Tree Depth 4, setup bufs post-CTS 0, CP max-delay cell clkdlybuf4s50_1, Commonest Layout Cell dfrtp_1, Synth Area per Inst 10.9 sq um, Worst setup SP type flip-flop, Largest register FFs 28, fin. max-slew vios 0, gp weighted congestion 0.831, worst relative slew slack 47.5%, Crit path required time 3.84 ns, antenna violations before repair 0, synth unique cells 48, Post-Synthesis Cell Area 5580 sq um, GRT overflow 0, post-DR vias/cell 5.13, routed wire length 9250 um, Worst-path clk slew 0.05 ns, core area 13500 sq um, Top Ports 14, Hold Violations, Final 0, Synth async-reset ratio 85.2%, CP arrival 1.95 ns, Synth area leaders dfrtp_1 (46%), mux2_2 (6.7%), edfxtp_1 (4.3%), xnor2_1 (4.1%), o21ai_0 (3.7%), setup TNS 0 ns, Slew @ Worst Pin 0.788 ns, Resized Gates After CTS 0, ANT nets after route 0, Initial DRC Count 192, max_cap viols 0, CP top delay family buffers and inverters, Root Buffer clkbuf_16, cells along the critical path inv_1 > ha_1 > inv_1 > o21ai_0 > o21ai_0 > clkdlybuf4s50_1, pin count of the biggest net entering global routing 59, CP Capture Type output pin, row cnt 42, Peak VDD IR 0.241 mV, chip area line of the yosys report 5580 sq um, Hold WC Path Type reg -> reg, Setup CP Type reg -> out, # DRC 0, yosys cell count 514, layout overhead on the synthesized area 15.6%, final antenna diode count 0, Pre-antenna DRT Iters 4, Peak Freq 0.344 GHz, crit share post-route 60.6%
[area by class of cell]
cell class	count	area [sq um]
Fill cell	1205	7000
Clock inverter	9	93.8
Sequential cell	122	3050
Tap cell	176	220
Clock buffer	23	488
Multi-Input combinational cell	351	2380
Timing Repair Buffer	16	148
Inverter	22	82.6
[metrics by stage]
stage                     hold slack [ns]  instance area [sq um]  setup slack (ns)  cells
after global placement              0.436                   5870              2.34    687
after CTS                           0.454                   6460              1.86    719
after detailed placement            0.454                   5870              2.30    687
after global routing                0.481                   6460              1.74    719
final                               0.447                   6460              1.89    719
after floorplan                     0.427                   5580              2.87    514
[logic make-up after synthesis]
family | share of synthesized area, %
AND/OR/NAND/NOR | 13.7
flip-flops | 54.5
AND-OR/OR-AND | 11.4
multiplexers | 8.99
buffers and inverters | 2.85
XOR/XNOR | 5.49
adder cells (fa/ha/maj) | 2.91
other | 0.0672
[synthesized netlist by cell type (3+ instances only)]
| cell | instances |
|---|---|
| o21a_1 | 3 |
| edfxtp_1 | 8 |
| nand2b_1 | 10 |
| clkbuf_1 | 15 |
| mux2i_1 | 13 |
| dfrtp_1 | 102 |
| inv_1 | 22 |
| o21bai_1 | 3 |
| a32o_1 | 4 |
| xnor2_1 | 26 |
| and3_1 | 7 |
| nor3_1 | 4 |
| a22o_1 | 6 |
| a221o_1 | 3 |
| o21ai_0 | 41 |
| a31oi_1 | 4 |
| a21oi_1 | 18 |
| dfxtp_1 | 10 |
| xor2_1 | 9 |
| a2bb2oi_1 | 3 |
| mux2_2 | 33 |
| nor2_1 | 41 |
| nand3_1 | 19 |
| nor2b_1 | 11 |
| a22oi_1 | 8 |
| ha_1 | 13 |
| nor3b_1 | 3 |
| nand2_1 | 44 |
| nand4_1 | 7 |
[report_power, final]
group          internal (mW)  switching [mW]
Clock                  0.810           0.415
Combinational        0.00103          0.0162
Sequential              1.04               0
Total                   1.85           0.431
[routing by layer]
metal / share of wire, % / GRT usage, % / wire [um] / vias up
met1: 51 / 24.2 / 4690 / 1802
met4: 1.5 / 2.34 / 138 / 0
met5: 0 / 0 / 0 / -
met2: 45 / 21.3 / 4140 / 38
met3: 3.0 / 3.30 / 282 / 11
li1: - / - / - / 1841
[worst register-to-register path, cell delays in order, from the launching register on]
cell	delay [ns]
dfrtp_1	0.40
ha_1	0.20
nand3_1	0.18
nor4_2	0.66
and4_1	0.55
nor2_1	0.10
[worst paths after layout]
path | startpoint | to | cells past startpoint
worst min register to register | seg_display.digit.count[9] | seg_display.digit.count[9] | 1
worst max-delay path | seg_display.digit.val[1] | d | 6
worst max register to register | counter.delay.count[0] | counter.delay.count[5] | 5
min in group asynchronous | rst | counter.bin_count[1] | 1
worst min-delay path | seg_display.digit.count[9] | seg_display.digit.count[9] | 1
max in group asynchronous | rst | bcd_val[9] | 2
Power figures rest on the tool's default switching activity, not on a simulated workload.
